==> flow/design.v <==
`timescale 1ns / 1ps
module	clean_posedge(
input	clk,
input	btn,
output	btn_clean);
reg	[15:0]	cnt;
reg	[1:0]	delay_sig;
always @(negedge clk)
begin
	if(btn == 1'b0)
		cnt <= 16'b0;
	else if(cnt < 16'h8000)
		cnt <= cnt +1'b1;
end
always @(negedge clk)
	delay_sig <= {delay_sig[0],cnt[15]};
assign	btn_clean = delay_sig[0] & (~delay_sig[1]);
endmodule
==> flow/run.sh <==
#!/bin/bash
# OpenROAD 26Q1-2900-gdf79404cd8, Yosys 0.63+post, stock flow scripts
make -C /OpenROAD-flow-scripts/flow DESIGN_CONFIG=/design/flow/config.mk WORK_HOME=/design/flow/orfs finish
==> flow/config.mk <==
export PLATFORM = sky130hd
export DESIGN_NAME = clean_posedge
export DESIGN_NICKNAME = clean_posedge
export VERILOG_FILES = /design/flow/design.v
export SDC_FILE = /design/flow/constraint.sdc
export NUM_CORES = 4
export LEC_CHECK = 1
export CORE_AREA = 10 10 95 95
export DIE_AREA = 0 0 105 105
==> flow/constraint.sdc <==
current_design clean_posedge

set clk_period 2.8
set clk_io_pct 0.2

create_clock -name clk0 -period $clk_period [get_ports {clk}]

set non_clock_inputs [all_inputs -no_clocks]
set_input_delay [expr $clk_period * $clk_io_pct] -clock clk0 $non_clock_inputs
set_output_delay [expr $clk_period * $clk_io_pct] -clock clk0 [all_outputs]
==> ds_physical_params.txt <==
Implementation parameters

Parameter                              Value

Logic synthesis
  Synth top area share .................. 45.6%
  Post-synth seq share .................. 45.6%
  Number of enable flip-flop cells .................. 0
  Synthesized instance count .................. 86
  Commonest flop .................. sky130_fd_sc_hd__dfxtp_1
  Synthesized area divided by synthesized cell count .................. 9.18 sq um
  Combined area of all synthesized cells .................. 790 sq um
  Leading cell types by total area after synthesis .................. sky130_fd_sc_hd__dfxtp_1 (46%), sky130_fd_sc_hd__a21oi_1 (5.7%), sky130_fd_sc_hd__mux2i_1 (5.1%)
  Total cells reported by yosys after synthesis .................. 86
  Number of synthesized register bits .................. 18
  Yosys top cell by area .................. sky130_fd_sc_hd__dfxtp_1
  Number of warnings reported in the yosys synthesis log .................. 1
  Fraction of registers with async set or reset after synthesis .................. 0%
  Chip Area, Yosys .................. 790 sq um
  Number of unique standard cell types used by synthesis .................. 27

Final layout
  Share of post-route cells with drive strength above 1 .................. 11.9%
  Core Util, Final .................. 15.2%
  Post-layout instance area .................. 0.00105 sq mm
  P&R area growth vs syn .................. 33.1%
  Post-route insts no fill .................. 205

Placed design
  Detail Placement HPWL .................. 934 microns
  Total cell area at the placement stage .................. 937 sq um
  Routability Congestion .................. 0.738
  # placed instances .................. 184
  Pre-CTS setup slack .................. -0.111 ns
  I/O Buffers .................. 2

GRT
  Vias in the first global route .................. 701
  Global-route wire length before repair .................. 2630 microns
  Total gr overflow .................. 0
  Initial antenna violation count .................. 0
  Aggregate global-route resource usage .................. 2.73%
  Largest net degree at the start of global routing .................. 14

Die
  Core footprint .................. 0.00691 sq mm
  Standard-cell rows .................. 30
  Number of placed I/O pins .................. 3
  Horiz. Die Dim .................. 105 microns
  Starting utilization of the core area .................. 11.4%
  Die ar. .................. 0.0110 sq mm
  DIE HEIGHT .................. 105 microns

Final timing
  Total negative slack for setup checks .................. -0.0000870 ns
  Worst relative slew slack .................. 68.9%
  Final hold slack .................. 0.345 ns
  Final hold violation count .................. 0
  Total setup violations reported at the end of the flow .................. 1
  Pin slew with the least headroom to its limit .................. 0.465 ns
  Number of pins with negative max-slew slack in the final report .................. 0
  Setup repair after global routing missed its margin .................. true
  Post-route clock skew .................. 0.00837 ns
  Setup slack of the critical path after layout .................. -0.0000870 ns

Worst setup path
  Depth of the worst register-to-register path .................. 3
  Cell with the largest stage delay on the worst path .................. sky130_fd_sc_hd__dfxtp_2
  Delay of the slowest critical-path stage .................. 0.31 ns
  Maximum fanout along the worst path .................. 2
  Cell-by-cell trace of the critical path .................. nor2b_4 > buf_2
  Worst setup path class .................. register to output pin
  Data arrival time of the critical path .................. 2.24 ns
  Crit end category .................. output pin
  Critical Path RT .................. 2.24 ns
  Type of origin of the critical path .................. register

CTS
  Root buffer selected by CTS .................. sky130_fd_sc_hd__clkbuf_8
  CTS Buf Count .................. 3
  Register clock-pin slew on the reported worst setup and hold paths .................. 0.03 ns
  Number of gates resized after CTS .................. 4
  Buffers inserted during post-CTS setup optimization .................. 0
  Sinks on Clock Net .................. 18
  Maximum clock insertion buffer count .................. 2
  Post-CTS Hold Fix Bufs .................. 0
  Insertion delay at the late pin of the worst-skew pair .................. 0.32 ns
  Clock tree from TritonCTS .................. done
  Max H-tree Level .................. 1

Power and ir drop
  Ratio of total power to cell area .................. 532 mW/mm^2
  Max rail drop VDD .................. 0.000134 V
  Total power .................. 559 uW
  Leakage power summed over all cells .................. 0.387 nW

Drt
  Vias/cell .................. 3.31
  Wire length after detailed routing .................. 1380 microns
  Pre-Repair DR Iteration Count .................. 3
  DRC errors left .................. 0
  # diodes .................. 0
  Average wire per standard cell .................. 6.71 microns
  Via count .................. 678
  Initial detailed-routing violation count .................. 20
  Tally of nets with antenna violations remaining after routing .................. 0

Min path
  Path class of the lowest-slack min-delay path .................. register to register
  Hold path cells .................. 0

Run status
  Result of the run .................. finished with violations
  Failing checks .................. setup timing

Flow run
  Max-cap violation count .................. 0
  Total number of warnings across the stage logs .................. 45
[sequential cells by signal, indices dropped and copies added, names as in the netlist]
register,cells
cnt,16
delay_sig,2
[worst paths after layout]
check             slack, ns           end    startpoint
setup / recovery   -0.00009     btn_clean  delay_sig[0]
hold / removal         0.35  delay_sig[1]  delay_sig[0]
setup reg to reg       1.03       cnt[11]       cnt[15]
hold reg to reg        0.35  delay_sig[1]  delay_sig[0]
[logic make-up (layout without fill, tap and decap cells)]
group,after synthesis,in the layout,share of synthesized area [%]
multiplexers,4,4,5.07
AND-OR/OR-AND,19,19,13.8
adder cells (fa/ha/maj),1,1,1.58
flip-flops,18,18,45.6
XOR/XNOR,2,2,2.22
buffers and inverters,7,30,3.80
AND/OR/NAND/NOR,35,35,27.9
[power by group]
part	switching, mW	internal, mW	total [mW]
Combinational	0.00868	0.00909	0.0178
Sequential	0.00486	0.262	0.267
Clock	0.143	0.132	0.274
[cell usage after synthesis (2+ instances only)]
cell type / n
sky130_fd_sc_hd__inv_1: 4
sky130_fd_sc_hd__o31ai_1: 4
sky130_fd_sc_hd__nor4_1: 2
sky130_fd_sc_hd__nand2b_1: 4
sky130_fd_sc_hd__a21oi_1: 9
sky130_fd_sc_hd__clkbuf_1: 2
sky130_fd_sc_hd__or4_1: 4
sky130_fd_sc_hd__nand3_1: 3
sky130_fd_sc_hd__or3_1: 5
sky130_fd_sc_hd__dfxtp_1: 18
sky130_fd_sc_hd__nor2b_1: 2
sky130_fd_sc_hd__o21ai_0: 5
sky130_fd_sc_hd__nand2_1: 5
sky130_fd_sc_hd__mux2i_1: 4
sky130_fd_sc_hd__nor2_1: 3
[placed cells by master (no fill, tap or decap)]
cell type / synthesis / routed
sky130_fd_sc_hd__a21oi_1: 9 / 9
sky130_fd_sc_hd__a22o_1: 1 / 1
sky130_fd_sc_hd__and3_1: 1 / 1
sky130_fd_sc_hd__buf_2: 0 / 1
sky130_fd_sc_hd__buf_4: 1 / 3
sky130_fd_sc_hd__clkbuf_8: 0 / 3
sky130_fd_sc_hd__clkdlybuf4s50_1: 0 / 1
sky130_fd_sc_hd__clkinvlp_2: 0 / 1
sky130_fd_sc_hd__dfxtp_1: 18 / 17
sky130_fd_sc_hd__dfxtp_2: 0 / 1
sky130_fd_sc_hd__ha_1: 1 / 1
sky130_fd_sc_hd__inv_1: 4 / 21
sky130_fd_sc_hd__mux2i_1: 4 / 4
sky130_fd_sc_hd__nand2_1: 5 / 5
sky130_fd_sc_hd__nand2b_1: 4 / 4
sky130_fd_sc_hd__nand3_1: 3 / 3
sky130_fd_sc_hd__nand3_2: 1 / 1
sky130_fd_sc_hd__nand3b_1: 1 / 1
sky130_fd_sc_hd__nand4_1: 1 / 1
sky130_fd_sc_hd__nand4_2: 1 / 1
sky130_fd_sc_hd__nand4b_1: 1 / 1
sky130_fd_sc_hd__nor2_1: 3 / 3
sky130_fd_sc_hd__nor2b_1: 2 / 1
sky130_fd_sc_hd__nor2b_4: 0 / 1
sky130_fd_sc_hd__nor4_1: 2 / 2
sky130_fd_sc_hd__nor4_2: 1 / 1
sky130_fd_sc_hd__o21ai_0: 5 / 5
sky130_fd_sc_hd__o31ai_1: 4 / 4
sky130_fd_sc_hd__or3_1: 5 / 5
sky130_fd_sc_hd__or4_1: 4 / 4
sky130_fd_sc_hd__xnor2_1: 1 / 1
sky130_fd_sc_hd__xor2_1: 1 / 1
[metal layers]
layer	GRT usage (%)	vias up	routed length (microns)	share of wire, %
met4	1.57	0	14	1.0
met1	2.81	309	657	48
li1	-	357	-	-
met5	0	-	0	0
met3	1.86	2	94	6.8
met2	4.05	10	609	44
[critical path: cells and delay by family, from the launching register on]
kind | cells | cell delay [ns]
AND/OR/NAND/NOR | 1 | 0.11
buffers and inverters | 1 | 0.11
flip-flops | 1 | 0.31
[layout make-up]
cell class              instances  area, sq um
clock buffers                   3         41.3
clock inverters                19         72.6
fillers                       800         5860
inverters                       3         11.3
multi-input cells              61          407
flip-flops and latches         18          362
well taps                      96          120
repair buffers                  5         37.5
Power figures rest on the tool's default switching activity, not on a simulated workload.
